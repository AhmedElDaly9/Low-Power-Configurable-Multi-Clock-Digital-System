--- /design/flow/config.mk ---
export PLATFORM = sky130hd
export DESIGN_NAME = UART_Tx
export DESIGN_NICKNAME = UART_Tx
export VERILOG_FILES = /design/flow/design.v
export SDC_FILE = /design/flow/constraint.sdc
export NUM_CORES = 4
export LEC_CHECK = 1
export CORE_AREA = 10 10 79 79
export DIE_AREA = 0 0 89 89
--- /design/flow/constraint.sdc ---
current_design UART_Tx

set clk_period 1.8
set clk_io_pct 0.2

create_clock -name clk0 -period $clk_period [get_ports {CLK}]

set non_clock_inputs [all_inputs -no_clocks]
set_input_delay [expr $clk_period * $clk_io_pct] -clock clk0 $non_clock_inputs
set_output_delay [expr $clk_period * $clk_io_pct] -clock clk0 [all_outputs]
--- /design/flow/design.v ---
module FSM_Tx 
(
    input   wire            Data_valid  ,
    input   wire            PAR_EN      ,
    input   wire            ser_done    ,
    input   wire            rst         ,
    input   wire            CLK         ,
    output  reg     [1:0]   mux_sel     ,
    output  reg             ser_en      ,
    output  reg             busy    
);
localparam  start_bit_sel   =   2'b00   ,
            stop_bit_sel    =   2'b01   ,
            ser_data_sel    =   2'b10   ,
            par_bit_sel     =   2'b11   ;
localparam  IDLE    = 3'b000 ,
            S0      = 3'b001 ,
            S1      = 3'b010 ,
            S2      = 3'b011 ,
            S3      = 3'b100 ;
reg     [2:0]   current_state   ;
reg     [2:0]   next_state      ;
always @(posedge CLK,negedge rst) 
    begin
        if (!rst)
            begin
                current_state   <= IDLE         ;   
            end
        else
            begin
                current_state   <= next_state   ;
            end
    end
always @(*) 
    begin
        case (current_state)
            IDLE :
                begin
                    if (Data_valid)
                        begin
                            next_state <= S0    ;
                        end
                    else
                        begin
                            next_state <= IDLE  ;
                        end
                end 
            S0      :
                begin
                    begin
                    next_state  <= S1   ;
                    end
                end
            S1      :
                begin
                    if (ser_done)
                        begin
                            if (PAR_EN)
                                begin
                                    next_state  <= S2   ;
                                end
                            else
                                begin
                                    next_state  <= S3   ;
                                end
                        end
                    else
                        begin
                            next_state  <= S1   ; 
                        end
                end
            S2 :
                begin
                    next_state  <= S3   ;
                end
            S3 :
                begin
                    if (Data_valid)
                        begin
                            next_state  <= S0   ; 
                        end
                    else
                        begin
                            next_state  <= IDLE ;
                        end
                end
            default: next_state <= IDLE ;
        endcase
    end
always @(*) 
    begin
        case (current_state)
            IDLE    :
                begin
                    mux_sel     <= stop_bit_sel     ;
                    ser_en      <= 1'b0             ;
                    busy        <= 1'b0             ;
                end
            S0      :
                begin
                    mux_sel     <= start_bit_sel    ;
                    ser_en      <= 1'b1             ;
                    busy        <= 1'b1             ;
                end
            S1      :
                begin
                    mux_sel     <= ser_data_sel     ;
                    ser_en      <= 1'b1             ;
                    busy        <= 1'b1             ;
                end
            S2      :
                begin
                    mux_sel     <= par_bit_sel      ;
                    ser_en      <= 1'b0             ;
                    busy        <= 1'b1             ;
                end
            S3      :
                begin
                    mux_sel     <= stop_bit_sel     ;
                    ser_en      <= 1'b0             ;
                    busy        <= 1'b1             ;
                end
            default :
                begin
                    mux_sel     <= stop_bit_sel     ;
                    ser_en      <= 1'b0             ;
                    busy        <= 1'b0             ;
                end 
        endcase        
    end
endmodule
module MUX_4X1 
(
    input   wire    [1:0]   Sel     ,
    input   wire            In0     ,
    input   wire            In1     ,
    input   wire            In2     ,
    input   wire            In3     ,
    output  reg             MUX_OUT     
);
always @(*) 
    begin
        case (Sel)
            2'b00: MUX_OUT <= In0   ;
            2'b01: MUX_OUT <= In1   ;
            2'b10: MUX_OUT <= In2   ;
            2'b11: MUX_OUT <= In3   ;
            default: MUX_OUT <= In0   ;
        endcase    
    end
endmodule
module ParityCalc 
(
    input   wire [7:0]  P_DATA      ,
    input   wire        PAR_TYP     ,
    output  wire        par_bit
);
assign  par_bit = ^P_DATA ^ PAR_TYP     ;
endmodule
module Serializer 
(
    input   wire    [7:0]   P_DATA      ,
    input   wire            ser_en      ,
    input   wire            rst         ,
    input   wire            CLK         ,
    output  wire            ser_data    ,
    output  wire            ser_done     
);
reg     [3:0]   counter     ;
reg     [7:0]   data        ;
always @(posedge CLK, negedge rst) 
    begin
        if (!rst)
            begin
                counter <= 4'd0     ;
                data    <= 7'd0     ;
            end
        else if (ser_en)
            begin
                if (counter == 4'b0000)
                    begin
                        data        <= P_DATA           ;
                        counter     <= counter + 4'b1   ;
                    end
                else if (counter[3] == 1'b0 )  
                    begin
                        data        <= data >> 4'b1     ;
                        counter     <= counter + 4'b1   ;
                    end
                else
                    begin
                        counter     <= 4'b0000          ;
                    end
                end  
    end
assign  ser_done = counter[3]   ;
assign  ser_data = data [0]     ;
endmodule
module UART_Tx 
(
    input   wire  [7:0] P_DATA      ,
    input   wire        PAR_EN      ,
    input   wire        Data_valid  ,
    input   wire        rst         ,
    input   wire        CLK         ,
    input   wire        PAR_TYP     ,
    output  wire        TX_OUT      ,
    output  wire        busy
);
localparam  start_bit   =   1'b0    ,
            stop_bit    =   1'b1    ;
wire            ser_data    ;
wire            ser_en      ;
wire            ser_done    ;
wire    [1:0]   mux_sel     ;
wire            par_bit     ;
Serializer SerializerTX
(
    .P_DATA     (P_DATA)        ,
    .ser_en     (ser_en)        ,
    .rst        (rst)           ,
    .CLK        (CLK)           ,
    .ser_data   (ser_data)      ,
    .ser_done   (ser_done)
);
FSM_Tx FSMTX
(
    .Data_valid (Data_valid)    ,
    .PAR_EN     (PAR_EN)        ,
    .ser_done   (ser_done)      ,
    .rst        (rst)           ,
    .CLK        (CLK)           ,
    .mux_sel    (mux_sel)       ,
    .ser_en     (ser_en)        ,
    .busy       (busy)      
);
ParityCalc ParCalcTX
(
    .P_DATA     (P_DATA)    ,
    .PAR_TYP    (PAR_TYP)   ,
    .par_bit    (par_bit)   
);
MUX_4X1 MUX_TX
(
    .Sel    (mux_sel)   ,
    .In0    (start_bit) ,
    .In1    (stop_bit)  ,
    .In2    (ser_data)  ,
    .In3    (par_bit)   ,
    .MUX_OUT    (TX_OUT)
);
endmodule
--- /design/flow/run.sh ---
#!/bin/bash
# OpenROAD 26Q1-2900-gdf79404cd8, Yosys 0.63+post, stock flow scripts
make -C /OpenROAD-flow-scripts/flow DESIGN_CONFIG=/design/flow/config.mk WORK_HOME=/design/flow/orfs finish
==> impl_metrics.py <==
# Metrics from the implementation run
metrics = {
    "timing": {
        "fin_tns_setup_ns": 0,
        "finalWorstSetupSlack_ns": 0.0431,
        "whs_ns": 0.426,
        "rsz0062_at_grt": "yes",
        "fmax_mhz": 569,
        "setup_viol": 0,
        "fin_skew_ns": 0.00207,
        "worst_slew_pin_slew_ns": 0.249,
        "relSlewSlack": 0.833,
        "fin_crit_sh": 0.976,
        "drv_slew": 0,
        "finalCriticalPeriod_ns": 1.76,
        "report.final.hold_viol_count": 0,
    },
    "power_and_ir_drop": {
        "peakVddDrop_uv": 728,
        "leakagePower_uw": 0.000566,
        "power_frac_clock": 0.178,
        "power_density_nw_per_um2": 1340,
        "p_switching_uw": 578,
        "power_uw": 1620,
        "switching_share": 0.356,
        "comb_power_share": 0.445,
        "power_frac_seq": 0.377,
        "p_int_uw": 1050,
    },
    "synthesis": {
        "synth_area_per_cell_um2": 10.2,
        "netlist_area_um2": 855,
        "area_leaders": "dfrtp_1 47%, mux2i_1 9.4%, o21ai_0 7.6%",
        "numSynthFlops": 17,
        "largest_area_cell": "dfrtp_1",
        "yosysWarnings": 3,
        "ys_dominant_reg_cell": "dfrtp_1",
        "syn_inst": 84,
        "async_flop_share": 1.00,
        "yosys_cells": 84,
        "edf_count": 0,
        "ys_seq_frac": 0.499,
        "yosys_area_um2": 855,
        "top_cell_area_share": 0.469,
        "synth.distinct_cells": 21,
    },
    "clock_network": {
        "clk_pin_slew_worst_paths_ns": 0.07,
        "ctsHoldBuffers": 0,
        "cts-root-buf": "clkbuf_8",
        "worstSkewPairLatency_ns": 0.25,
        "clkSinkCount": 17,
        "cts_tree": "yes",
        "htreeDepth": 1,
        "cts-buffers-inserted": 3,
        "max-clock-path-buffers": 2,
    },
    "die": {
        "dieArea_um2": 7920,
        "fp.dieH_um": 89,
        "fp-utilization": 0.183,
        "ioPinCount": 15,
        "die_w_um": 89,
        "fp.coreArea_um2": 4660,
        "core.rowCount": 25,
    },
    "place": {
        "port_buffers": 14,
        "place_ws_ns": -0.914,
        "place.gp.congestion": 0.781,
        "place_inst": 161,
        "hpwl_mm": 1.31,
    },
    "routing": {
        "firstDrtPassIters": 3,
        "wl_per_cell_um": 10.8,
        "n_antenna_cell": 0,
        "ant_nets": 0,
        "drcViolationCount": 0,
        "vias": 650,
        "viasPerCell": 3.92,
        "drt_iter0_drc": 30,
        "drt-total-wl_mm": 1.79,
    },
    "setup_path": {
        "path_cells": "buf_8, xnor2_4, xnor3_1, xnor2_1, a21oi_2, buf_2",
        "slowest_stage": "xnor3_1",
        "endpoint_kind": "output pin",
        "cp_data_arrival_time_ns": 1.40,
        "path_class": "primary input to output pin",
        "critPathRequiredTime_ns": 1.44,
        "cpPeakStageDelay_ns": 0.41,
        "cp_max_fo": 2,
        "startpoint_type": "primary input",
    },
    "global_routing": {
        "antenna_found_initial": 0,
        "grt_max_degree": 19,
        "track_usage": 0.0474,
        "grt_overflow": 0,
        "grt_pass1_wl_mm": 3.01,
        "grt_pass1_vias": 619,
    },
    "final_layout": {
        "syn_to_final_growth_pct": 42.2,
        "layout-drive-gt1-share": 0.250,
        "mostFrequentLayoutCells": "16 x dfrtp_1, 15 x nand2_1, 13 x o21ai_0, 11 x buf_4, 8 x mux2i_1",
        "layout_top_cell": "dfrtp_1",
        "instances_no_fill": 166,
    },
    "outcome": {
        "outcome": "finished clean",
    },
    "job": {
        "warning_count": 28,
        "cap_violations": 0,
    },
    "worst_hold_path": {
        "hold_path.class": "primary input to async pin",
    },
}
## metal layers
layer  GRT usage  vias up  share of wire
li1            -      338              -
met1      0.0682      301           0.49
met2      0.0705        9           0.46
met3      0.0156        2          0.051
met4     0.00434        0         0.0045
met5           0        -              0
## power groups by stage
stage         Sequential, uW  Combinational (uW)  Clock [uW]
CTS                      611                 716         295
global route             636                 816         318
finish                   612                 722         289
## state kept, by name, indices dropped and copies added, names as in the netlist
register              count
SerializerTX.data         8
SerializerTX.counter      4
FSMTX.current_state       5
## through the flow
stage,cell area [um^2],util
floorplan,855,-
global placement,1130,0.242
detailed placement,1130,0.242
CTS,1190,0.256
global route,1210,0.261
finish,1210,0.261
## cell type report
type                       count  area [um^2]
inverter                       4         15.0
sequential                    17          427
timing repair buffer          26          223
fill                         501         3450
clock buffer                   4         45.0
multi-input combinational     61          438
tap                           54         67.6
## critical path: cells and delay by family
kind	cells	cell delay (ns)
AND-OR/OR-AND	1	0.14
XOR/XNOR	3	0.68
buffers and inverters	2	0.21
## final timing paths
check | startpoint | end | slack (ns) | cells past startpoint
max in group asynchronous | rst | FSMTX.current_state[0] | 1.11 | 2
min | rst | SerializerTX.data[7] | 0.43 | 2
max | P_DATA[4] | TX_OUT | 0.04 | 6
min in group clk0 | P_DATA[4] | SerializerTX.data[4] | 0.43 | 3
min reg2reg | SerializerTX.data[2] | SerializerTX.data[2] | 0.48 | 2
max reg2reg | SerializerTX.counter[0] | SerializerTX.data[3] | 0.34 | 6
## kinds of logic (layout without fill, tap and decap cells)
family                   Yosys count  count (layout)  share of synthesized area
multiplexers                       8               8                     0.0937
AND-OR/OR-AND                     18              18                      0.114
adder cells (fa/ha/maj)            3               3                     0.0439
flip-flops                        17              17                      0.499
XOR/XNOR                           7               7                     0.0878
buffers and inverters              6              34                     0.0351
AND/OR/NAND/NOR                   25              25                      0.126
## synthesized netlist by cell type, drive strengths merged (2+ instances only)
cell type and n:
dfrtp 16, inv 4, o21ai 14, ha 3
nor2 5, nand2 15, buf 2, and3 2
xor2 2, mux2i 8, xnor2 4
## what timing repair did
action,4_1_cts,5_1_grt
pin swaps,8,1
setup buffers,0,1
gates resized,35,5
endpoints found under the hold margin,0,0
setup endpoints to repair,1,2
Power and IR drop assume default switching activity.
